## /design/flow/run.sh

```bash
#!/bin/bash
# OpenROAD 26Q1-2900-gdf79404cd8, Yosys 0.63+post, stock flow scripts
make -C /OpenROAD-flow-scripts/flow DESIGN_CONFIG=/design/flow/config.mk WORK_HOME=/design/flow/orfs finish
```

## /design/flow/config.mk

```make
export PLATFORM = sky130hd
export DESIGN_NAME = writeback
export DESIGN_NICKNAME = writeback
export VERILOG_FILES = /design/flow/design.v
export SDC_FILE = /design/flow/constraint.sdc
export NUM_CORES = 4
export LEC_CHECK = 1
export CORE_AREA = 10 10 734 734
export DIE_AREA = 0 0 744 744
```

## /design/flow/constraint.sdc

```tcl
current_design writeback

set clk_period 1.0
set clk_io_pct 0.2

create_clock -name clk0 -period $clk_period [get_ports {clk}]

set non_clock_inputs [all_inputs -no_clocks]
set_input_delay [expr $clk_period * $clk_io_pct] -clock clk0 $non_clock_inputs
set_output_delay [expr $clk_period * $clk_io_pct] -clock clk0 [all_outputs]
```

## /design/flow/design.v

```verilog
module writeback(
    input clk,                 
    input [3:0] W_icode, W_stat, W_destE, W_destM,
    input [63:0] W_valM, W_valE,
    input g,
    input ge,
    input e,
    input ne,
    input le, 
    input l,  
    output reg halt,          
    output reg [63:0] reg0, reg1, reg2, reg3, reg4, reg5, reg6, reg7, reg8, reg9, reg10, reg11, reg12, reg13, reg14,
    output reg [63:0] valA,
    output reg [63:0] valB
);
    reg [63:0] registers [0:14];
        integer i;
        initial begin
            for(i = 0; i <= 14; i=i+1) 
            begin
                registers[i] = i;
            end
        end 
    reg [63:0] address;
    reg stack_pointer;
    always @(*)
    begin
        if (W_icode == 4'b0000)
        begin
            halt = 1;
        end
        if (W_icode == 4'b0010)
        begin
            address = W_destE;
            registers[address] = W_valE;
        end
        if (W_icode == 4'b0011) 
        begin
            address = W_destE;
            registers[address] = W_valE;
        end
        if (W_icode == 4'b0110)
        begin
            address = W_destE;
            registers[address] = W_valE;
        end
        if (W_icode == 4'b0101)
        begin
            address = W_destM;
            registers[address] = W_valM;
        end
        if (W_icode == 4'b1001)
        begin
            stack_pointer = 4;
            registers[stack_pointer] = W_valE;
        end
        if (W_icode == 4'b1010)
        begin
            stack_pointer = 4;
            registers[4] = registers[4] - 8;
        end
        if (W_icode == 4'b1011)
        begin
            stack_pointer = 4;            
            registers[W_destM] = W_valM;
            registers[4] = registers[4] + 8;
        end
        if (W_icode == 4'b1000)
        begin
            stack_pointer = 4;
            registers[stack_pointer] = W_valE;
        end
    end
    always @(posedge clk)
     begin
        reg0 = registers[0];
        reg1 = registers[1];
        reg2 = registers[2];
        reg3 = registers[3];
        reg4 = registers[4];
        reg5 = registers[5];
        reg6 = registers[6];
        reg7 = registers[7];
        reg8 = registers[8];
        reg9 = registers[9];
        reg10 = registers[10];
        reg11 = registers[11];
        reg12 = registers[12];
        reg13 = registers[13];
        reg14 = registers[14];
    end
endmodule
```

==> flow_metrics.tcl <==
# place-and-route summary
set metrics [dict create \
    fin_worst_hold_slack_ns 1.40 \
    globalRouteOverflowTotal 0 \
    setup_repair_after_global_routing_missed_its_margin "yes" \
    post-cts-setup-buffer-count 0 \
    yosys_cells 6830 \
    finalHoldViolations 0 \
    drive_gt1_share_pct 25.9 \
    cpLargestDelayFamily "flip-flops" \
    synth.cellmix.adderShare_pct 0.0401 \
    slew_headroom_pct 37.3 \
    worst-path-stages 1 \
    standard_cell_area_after_detailed_placement_mm2 0.0813 \
    yosys_most_used_dff "dlxtn_1" \
    yosys.stat.chipArea_mm2 0.0624 \
    max-vdd-ir-drop_v 0.00150 \
    power.density_mw_per_mm2 1600 \
    synth_flops 1920 \
    synth.cellmix.xorXnorShare_pct 1.50 \
    overall_power_mw 133 \
    path_max_fanout 1 \
    violated_checks "negative setup slack" \
    critical_path_data_arrival_time_ns 1.41 \
    dp_worst_setup_slack_ns -0.0800 \
    syn_avg_cell_area_um2 9.13 \
    grt_pass1_vias 51848 \
    dp_cells 14492 \
    flow.area_growth_from_synthesis_pct 32.4 \
    postLayoutCoreUtil_pct 15.8 \
    num_vias 55124 \
    fin_tns_setup_ns -460.02 \
    initial_utilization_pct 12.0 \
    finalWorstSetupSlack_ns -0.607 \
    drt-initial-drc-count 5046 \
    max_stage_delay_ns 0.35 \
    via_per_inst 3.73 \
    fp-row-count 265 \
    slew_viol_final 0 \
    drt_pass1_iterations 6 \
    cts.reportedPaths.clkPinSlew_ns 0.06 \
    setup_viol 960 \
    post_synth_tally_of_flip_flops_with_integrated_enable 0 \
    ys_warn_count 2113 \
    synthSimpleGateAreaFrac_pct 12.5 \
    stage_log_warnings 37 \
    grt_antenna_before_repair 101 \
    finalClockPeriodUsage_pct 161 \
    final_layout_top_logic_cells "1081 x nand2_1, 960 x dlxtn_1, 908 x o21ai_0" \
    worst_ep_required_time_ns 0.80 \
    ios 1240 \
    fin_cells 14766 \
    grt_start_max_net_pins 79 \
    mi_logic_area_mm2 0.0262 \
    layout_top_cell "nand2_1" \
    syn-instance-count 6830 \
    synth.mux.area_fraction_pct 13.7 \
    cts_hold_repair.buffers 0 \
    portBuffers 1100 \
    avgRoutedWirePerCell_um 27.7 \
    critical_path_start_type "flip-flop" \
    place_congestion 0.898 \
    antenna_violating_nets_post_route 0 \
    layout.filler_cells 57966 \
    chipArea_mm2 0.554 \
    fin_crit_ns 1.61 \
    core_area_mm2 0.522 \
    clock_tree.buffer_depth 4 \
    max-cap-violations 0 \
    seq_area_mm2 0.0341 \
    outcome "finished, violations left" \
    yosys-dominant-comb-family "multiplexers" \
    grt_first_pass_wirelength_mm 516 \
    fin_area_mm2 0.0826 \
    synthDistinctLibCells 100 \
    number_of_buffers_inserted_during_clock_tree_synthesis 121 \
    cts_max_level 3 \
    crit_path_end_kind "output pin" \
    tightestPinTransition_ns 0.940 \
    root_buf_cell "clkbuf_16" \
    crit_path_top_delay_cell "dfxtp_4" \
    crit_buf_inv 1 \
    worst_setup_path_endpoint "reg0[47]" \
    setup.worst_path.class "reg2out" \
    cp-startpoint "reg0[47]" \
    unclocked_regs 960 \
    die_h_um 744 \
    mapped_cell_area_mm2 0.0624 \
    groute.usage.overall_pct 14.3 \
    detail_route.drc_violations 0 \
    chipWidth_um 744 \
    max_freq_mhz 622 \
    untimed_endpoints 1920 \
    hold_path_class "reg2out" \
    p_leak_nw 36.4 \
    tritoncts "done" \
    dp_hpwl_mm 298 \
    synth_async_sr_flop_share_pct 0 \
    routed_wirelength_mm 409 \
    crit_chain "buf_12" \
    post_synthesis_share_of_cell_area_spent_on_and_or_and_or_and_gates_pct 12.8 \
]
-- cells in the mapped netlist, drive strengths merged (12+ instances only) --
master	instances	share of area [%]
a211oi	22	0.27
nor3	88	0.76
o31ai	33	0.41
and2	13	0.13
a31oi	60	0.60
xor2	44	0.62
xnor2	63	0.88
o21ai	911	7.3
nor2b	15	0.15
nor4	44	0.52
clkbuf	511	3.1
nand4	42	0.43
mux2i	846	14
o22ai	29	0.29
o211ai	14	0.18
a221oi	13	0.19
a21oi	161	1.3
a21o	13	0.16
nand2b	23	0.23
o21a	12	0.14
nand2	1091	6.6
dfxtp	960	31
and3	19	0.19
nand3	60	0.49
or4	27	0.33
a22oi	76	0.91
dlxtn	960	23
nor2	252	1.5
buf	262	2.4
or3	32	0.33
-- kinds of logic (layout without fill, tap and decap cells) --
group	after synthesis	after routing
AOI/OAI and AO/OA	1406	1406
xor gates and xnor gates	107	107
adders and majority gates	2	2
buffers and inverters	778	1590
DFF	960	960
latches	960	960
muxes	854	854
other	2	184
and+or+nand+nor	1761	1761
-- layer usage --
metal	share of wire [%]	vias up	global-route usage (%)
met3	11	777	5.34
met5	0.073	-	0
li1	-	24821	-
met2	45	3237	22.6
met1	38	26243	17.2
met4	6.2	46	7.00
-- repair_timing --
item                                   in CTS  in global routing
pin swaps                                   0                  0
endpoints found under the hold margin       0                  0
resized                                  3573                191
setup endpoints to repair                 960                960
-- registers in the layout (all words and copies together), names as in the netlist --
name / flops
registers: 960
reg10: 64
reg13: 64
reg12: 64
reg4: 64
reg6: 64
reg5: 64
reg8: 64
reg14: 64
reg1: 64
reg3: 64
reg0: 64
reg7: 64
reg11: 64
reg2: 64
reg9: 64
-- layout make-up --
type	instances	area share, %
Antenna cell	55	0.167
Clock buffer	147	3.94
Clock inverter	72	1.31
Inverter	5	0.0227
Multi-Input combinational cell	4259	31.7
Sequential cell	1920	41.3
Tap cell	6942	10.5
Timing Repair Buffer	1366	11.0
-- report_power, final --
part	switching [mW]	internal, mW	leakage [nW]
Clock	19.9	29.0	2.11
Combinational	13.3	10.3	18.7
Sequential	7.06	52.9	15.7
-- worst min-delay path by stage --
stage                     start   endpoint  depth (start not counted)
after CTS             reg11[20]  reg11[20]                          1
after global routing  reg11[26]  reg11[26]                          1
final                 reg11[20]  reg11[20]                          1
No activity file was given, so power comes from the tool's default toggle rates.
