File: design/flow/run.sh
#!/bin/bash
# OpenROAD 26Q1-2900-gdf79404cd8, Yosys 0.63+post, stock flow scripts
make -C /OpenROAD-flow-scripts/flow DESIGN_CONFIG=/design/flow/config.mk WORK_HOME=/design/flow/orfs finish
File: design/flow/config.mk
export PLATFORM = sky130hd
export DESIGN_NAME = decoder
export DESIGN_NICKNAME = decoder
export VERILOG_FILES = /design/flow/design.v
export SDC_FILE = /design/flow/constraint.sdc
export NUM_CORES = 4
export LEC_CHECK = 1
export CORE_AREA = 10 10 639 639
export DIE_AREA = 0 0 649 649
File: design/flow/constraint.sdc
current_design decoder

set clk_period 25.8
set clk_io_pct 0.2

create_clock -name clk0 -period $clk_period

set non_clock_inputs [all_inputs -no_clocks]
set_input_delay [expr $clk_period * $clk_io_pct] -clock clk0 $non_clock_inputs
set_output_delay [expr $clk_period * $clk_io_pct] -clock clk0 [all_outputs]
File: design/flow/design.v
module decoder(
    input clk,                 
    input [3:0] D_rA,           
    input [3:0] D_rB,           
    input [3:0] D_icode,       
    input [3:0] D_ifun,     
    input [63:0] D_valC,
    input [3:0] D_stat,
    input g,
    input ge,
    input e,
    input ne,
    input le, 
    input l,        
    input [63:0] W_valM,
    input [63:0] m_valM,
    input [63:0] e_valE,
    input [63:0] M_valE,
    input [63:0] W_valE,
    input [63:0] D_valP,
    input [3:0] W_destE, W_destM, M_destM, e_destE, M_destE,
    input [63:0] reg0, reg1, reg2, reg3, reg4, reg5, reg6, reg7, reg8, reg9, reg10, reg11, reg12, reg13, reg14,
    output reg [63:0] d_valA, d_valB, d_valC,
    output reg [3:0] d_destE, d_destM, d_stat, d_icode, d_ifun,d_srcA, d_srcB
);
        reg [63:0] registers [0:14];
        integer i;
        initial begin
            for(i = 0; i <= 14; i = i + 1) begin
                registers[i] = 0;
            end
        end 
    reg stack_pointer;
    always @(*)
    begin
        registers[0] = reg0;
        registers[1] = reg1;
        registers[2] = reg2;
        registers[3] = reg3;
        registers[4] = reg4;
        registers[5] = reg5;
        registers[6] = reg6;
        registers[7] = reg7;
        registers[8] = reg8;
        registers[9] = reg9;
        registers[10] = reg10;
        registers[11] = reg11;
        registers[12] = reg12;
        registers[13] = reg13;
        registers[14] = reg14;
        d_icode = D_icode;
        d_stat = D_stat;
        d_ifun = D_ifun;
        d_valC = D_valC;
        d_destM = 4'b1111;
        d_destE = 4'b1111;
        if (D_icode == 4'b0010)
        begin
            d_srcA = D_rA;
            d_destE = D_rB;
        end
        if (D_icode == 4'b0011)
        begin
            d_destE = D_rB;
        end
        if (D_icode == 4'b0100)
        begin
            d_srcA = D_rA;
            d_srcB = D_rB;
        end
        if (D_icode == 4'b0101)
        begin
            d_srcB = D_rB;
            d_destM = D_rA;
        end 
        if (D_icode == 4'b0110)
        begin
            d_srcA = D_rA;
            d_srcB = D_rB;
            d_destE = D_rB;
        end
        if (D_icode == 4'b1000)
        begin
        d_srcB = 4'b0100;
        d_destE = 4'b0100;
        end
        if (D_icode == 4'b1001)
        begin
            d_destE = 4'b0100;
            d_srcA = 4'b0100;
            d_srcB = 4'b0100;
        end
        if (D_icode == 4'b1010)
        begin
            d_srcA = D_rA;
            d_srcB = 4'b0100;
            d_destE = 4'b0100;
        end
        if (D_icode == 4'b1011)
        begin
            d_srcA = 4'b0100;
            d_srcB = 4'b0100;
            d_destM = D_rA;
            d_destE = 4'b0100;
        end 
    end
    always @(*)
    begin
        if (D_icode == 7 || D_icode == 8 )
            begin
                d_valA = D_valP;
            end
        else if(d_srcA == e_destE)
        begin
            d_valA = e_valE;
        end
        else if(d_srcA == M_destM)
        begin
            d_valA = m_valM;
        end
        else if(d_srcA == M_destE)
        begin
            d_valA = M_valE;
        end
        else if(d_srcA == W_destM)
        begin
            d_valA = W_valM;
        end
        else if(d_srcA == W_destE)
        begin
            d_valA = W_valE;
        end
        else
        begin
            d_valA = registers[d_srcA];
        end
    end 
    always @(*)
    begin
        if(d_srcB == e_destE)
        begin
            d_valB = e_valE;
        end
        else if(d_srcB == M_destM)
        begin
            d_valB = m_valM;
        end
        else if(d_srcB == M_destE)
        begin
            d_valB = M_valE;
        end
        else if(d_srcB == W_destM)
        begin
            d_valB = W_valM;
        end
        else if(d_srcB == W_destE)
        begin
            d_valB = W_valE;
        end
        else
        begin
            d_valB = registers[d_srcB];
        end
    end
endmodule
==> flow_summary.ini <==
; physical design summary
[logic_synthesis]
yosys.area.top_type_share = 0.1063
top_cells_by_count = 323 x sky130_fd_sc_hd__a22oi_1, 262 x sky130_fd_sc_hd__nand2_1, 255 x sky130_fd_sc_hd__a21oi_1, 232 x sky130_fd_sc_hd__nor2_1, 228 x sky130_fd_sc_hd__o21ai_0
synth.yosys.chip_area_um2 = 22820
synth.most_common_cell = sky130_fd_sc_hd__a22oi_1
area_of_the_mapped_netlist_um2 = 22820
most_used_flip_flop_cell = sky130_fd_sc_hd__dlxtn_1
syn-mean-instance-area_um2 = 6.679
yosys-top-cells-area = sky130_fd_sc_hd__a22oi_1 11%, sky130_fd_sc_hd__mux2i_1 8.6%, sky130_fd_sc_hd__a221oi_1 5.7%, sky130_fd_sc_hd__a22o_1 5.6%, sky130_fd_sc_hd__a21oi_1 5.6%
post_synth_num_cell_types = 90
post_synth_tally_of_flip_flops_with_integrated_enable = 0
yosysCellCount = 3416
asyncSetResetFlopFracSynth = 0
synthesis.yosys.warnings = 2
top_area_cell = sky130_fd_sc_hd__a22oi_1
postSynthCellCount = 3416
synth.ff_latch_count = 8

[route]
drt-wirelength-per-cell_um = 59.07
drt_pre_antenna_iters = 7
dr_total_vias = 47460
remaining_drc_errors = 0
routed_via_density = 4.528
wl_um = 619200
drtIter0Drc = 6588
drtAntennaViolNets = 0

[finish]
final_util = 0.1176
synthesis_to_layout_area_growth_pct = 102.7
fillerInstances = 45570
final_layout_size_suffix_gt1_frac = 0.1158

[sta]
period_minus_slack_ns = 15.14
max_freq_mhz = 66.06
number_of_unconstrained_endpoints = 16
maxSlewHeadroom = 0.1497
tns_ns = 0
report.final.slew_viol_count = 0
setup_repair_after_global_routing_missed_its_margin = false
timing_worst_slew_pin_value_ns = 1.270
setup_viol_count_final = 0
register_pins_left_without_a_clock = 8
timing.final.crit_share = 0.5867
hold_viol = 0

[critical_path]
setup.worst_path.end_class = primary output
timing.setup.critical_path_class = primary input to primary output
critical_path_required_ns = 20.64
cp_data_arrival_time_ns = 9.98
cp-endpoint = d_valB[29]
path_max_fanout = 18
timing.critical_path.from_type = primary input
worst_setup_sp = W_destE[1]

[floorplan]
die_area_um2 = 421200
chipHeight_um = 649
die_x_um = 649
row_count = 230
placeableCoreArea_um2 = 393400
floorplan.initialDensity = 0.05800
top_level_ports = 1675

[global_routing]
largest_net_degree_at_the_start_of_global_routing = 74
grt_pass1_wl_um = 719100
grt_antenna_before_repair = 790
grt_total_usage = 0.2829
globalRoute.totalOverflow = 0
first_global_vias = 42340

[pwr]
power.share.combinational = 0.993
p_seq_frac = 0.007
p_int_mw = 0.4609
power.static_leakage_nw = 14.25
p_total_mw = 1.157
switchingPower_mw = 0.6957
switching_share = 0.6015
power_frac_clock = 0
ir_worst_vdd_mv = 0.008930
power_per_cell_area_nw_per_um2 = 25.01

[job]
cap_viol_max_count = 0
openroad_warning_count = 41

[clocking]
cts_setup_buffers = 0
postCtsResizedCells = 0
holdBufCountCts = 0

[placement]
port_buffers = 1524
dpl.hpwl_um = 545600
globalplace.congestion = 1.087

[status]
run_status = finished, final reports clean

[min_path]
min_path_type = primary input to primary output
==> stage by stage <==
stage | instances | instance area (um2) | setup slack [ns] | hold WS [ns]
3_3_place_gp | 9985 | 45000 | 10.81 | 10.32
5_1_grt | 10310 | 45820 | 10.73 | 10.32
3_5_place_dp | 9985 | 45000 | 10.82 | 10.32
2_1_floorplan | 3416 | 22820 | 13.95 | 10.37
6_report | 10480 | 46250 | 10.66 | 10.32
4_1_cts | 9985 | 45000 | 10.82 | 10.32
==> worst max-delay path, cell delays in order <==
cell and delay, ns:
sky130_fd_sc_hd__clkdlybuf4s50_1 0.57, sky130_fd_sc_hd__xnor2_1 0.16, sky130_fd_sc_hd__nand4_1 0.23, sky130_fd_sc_hd__buf_4 0.33, sky130_fd_sc_hd__nand2_2 0.55, sky130_fd_sc_hd__buf_4 0.60, sky130_fd_sc_hd__or4_1 0.70, sky130_fd_sc_hd__a221oi_2 0.16
sky130_fd_sc_hd__o31ai_1 0.48, sky130_fd_sc_hd__clkdlybuf4s50_1 0.95
==> final cells by class <==
cell class / instances / area (um2) / area share
sequential: 8 / 150.1 / 0.003247
antenna: 498 / 1246 / 0.02695
tap: 5220 / 6531 / 0.1412
timing repair buffer: 1859 / 17780 / 0.3845
multi-input combinational: 2889 / 20500 / 0.4433
inverter: 9 / 33.78 / 0.0007305
==> cell usage in the layout, fill, tap and decap left out, types with 14 or more instances in the layout <==
cell type                         count
sky130_fd_sc_hd__clkdlybuf4s50_1   1524
sky130_fd_sc_hd__diode_2            498
sky130_fd_sc_hd__buf_4              334
sky130_fd_sc_hd__a22oi_1            323
sky130_fd_sc_hd__nand2_1            256
sky130_fd_sc_hd__a21oi_1            251
sky130_fd_sc_hd__o21ai_0            223
sky130_fd_sc_hd__nor2_1             222
sky130_fd_sc_hd__mux2i_1            196
sky130_fd_sc_hd__o22ai_1            181
sky130_fd_sc_hd__a221oi_1           148
sky130_fd_sc_hd__a22o_1             146
sky130_fd_sc_hd__o221ai_1           129
sky130_fd_sc_hd__nor3_1              52
sky130_fd_sc_hd__mux2_2              40
sky130_fd_sc_hd__a32oi_1             38
sky130_fd_sc_hd__a221o_1             36
sky130_fd_sc_hd__a222oi_1            35
sky130_fd_sc_hd__xnor2_1             32
sky130_fd_sc_hd__o21a_1              32
sky130_fd_sc_hd__a31oi_1             31
sky130_fd_sc_hd__a211oi_1            29
sky130_fd_sc_hd__a2bb2oi_1           29
sky130_fd_sc_hd__o21ai_1             27
sky130_fd_sc_hd__o221a_2             26
sky130_fd_sc_hd__nand2b_1            23
sky130_fd_sc_hd__nand3_1             21
sky130_fd_sc_hd__a21o_1              19
sky130_fd_sc_hd__o2bb2ai_1           18
sky130_fd_sc_hd__o31a_1              17
sky130_fd_sc_hd__nor4_1              16
sky130_fd_sc_hd__o211ai_1            14
==> state kept, by name, indices dropped and copies added (netlist names) <==
register	count
d_srcA	4
d_srcB	4
==> cells by family (layout without fill, tap and decap cells) <==
kind of cell / count (synthesis) / count (layout) / share of synthesized area
compound gates: 1854 / 1854 / 0.5921
simple gates: 748 / 748 / 0.1537
buf+inv: 519 / 1868 / 0.1178
mux: 247 / 247 / 0.1158
xor+xnor: 40 / 40 / 0.01536
latches: 8 / 8 / 0.005264
other cells: 0 / 498 / 0
==> metal layers <==
layer | up-vias | GRT usage | wire (um)
li1 | 17250 | - | -
met1 | 23180 | 0.2816 | 201300
met2 | 4889 | 0.4237 | 266000
met3 | 1798 | 0.1623 | 83750
met4 | 348 | 0.2382 | 65640
met5 | - | 0.003247 | 2562
==> worst min-delay path by stage <==
stage	startpoint	end	slack [ns]	depth (start not counted)
after CTS	D_valC[14]	d_valC[14]	10.32	0
after global routing	D_ifun[1]	d_ifun[1]	10.32	0
final	D_ifun[1]	d_ifun[1]	10.32	0
==> power groups by stage <==
stage,combinational [mW],sequential (mW),clock (mW)
CTS,1.14,0.00870,0
global route,1.16,0.00851,0.000000739
finish,1.15,0.00844,0.00000132
Power is estimated from default activity; no workload was simulated.
